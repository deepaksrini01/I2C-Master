**./run.sh**
```bash
#!/bin/bash
# OpenROAD 26Q1-2900-gdf79404cd8, Yosys 0.63+post, stock flow scripts
make -C /OpenROAD-flow-scripts/flow DESIGN_CONFIG=/design/flow/config.mk WORK_HOME=/design/flow/orfs finish
```
**./config.mk**
```make
export PLATFORM = sky130hd
export DESIGN_NAME = i2c_master
export DESIGN_NICKNAME = i2c_master
export VERILOG_FILES = /design/flow/design.v
export SDC_FILE = /design/flow/constraint.sdc
export NUM_CORES = 4
export LEC_CHECK = 1
export CORE_AREA = 10 10 70 70
export DIE_AREA = 0 0 80 80
```
**./constraint.sdc**
```tcl
current_design i2c_master

set clk_period 2.0
set clk_io_pct 0.2

create_clock -name clk0 -period $clk_period [get_ports {clk_in}]

set non_clock_inputs [all_inputs -no_clocks]
set_input_delay [expr $clk_period * $clk_io_pct] -clock clk0 $non_clock_inputs
set_output_delay [expr $clk_period * $clk_io_pct] -clock clk0 [all_outputs]
```
**./design.v**
```verilog
module i2c_master(
		  i2c_scl_inout,
		  i2c_sda_inout,
		  addr,
		  data,
		  clk_in,
		  rst_in,
		  start,
		  ready_out,
		  read_write,
		  sda_in
		 ); 
  inout i2c_scl_inout;
  input sda_in;
  output i2c_sda_inout;
  input [6:0]addr;
  input [7:0]data;
  input clk_in;
  input rst_in;
  input start;
  input read_write;
  output ready_out;
  wire i2c_scl_inout;
  wire i2c_sda_inout;
  reg [2:0] present_state;
  reg [2:0] next_state;
  reg [2:0] count;
  reg en;
  reg sda_out;
  reg sda_en;
  reg [6:0]Waddr_reg;
  reg [7:0]Wdata_reg;
  reg [7:0]Rdata_reg = 'b0;
  reg ack = 'b0;
  parameter [2:0] IDLE     = 'b000;
  parameter [2:0] START    = 'b001;
  parameter [2:0] ADDR     = 'b010;
  parameter [2:0] RW       = 'b011;
  parameter [2:0] ACK      = 'b100;
  parameter [2:0] DATA     = 'b101;
  parameter [2:0] ACK_2    = 'b110;
  parameter [2:0] STOP     = 'b111;
  assign i2c_scl_inout = (en) ? clk_in : 1;
  assign i2c_sda_inout = (sda_en ) ? sda_out : sda_in;
  always@(posedge clk_in)begin
    if(rst_in)begin
      present_state <= IDLE;
      en 	    <= 'b0;
    end
    else begin
      present_state <= next_state;
      Waddr_reg <= addr;
      Wdata_reg <= data;
	if(present_state == ADDR)begin
	  count <= count - 1;
	end
	else if(present_state == DATA)begin
	  count <= count - 1;
	end
    end
  end
  always@(*)begin
    sda_en = 'b0;
    case(present_state)
    IDLE : begin
	      sda_en = 'b1;
	     en  = 'b0;
             next_state = START;
 	     sda_out    = 'b1;
	   end
   START : begin
   		  sda_en = 'b1;
	     en  = 'b1;
	     sda_out    = 'b0;
             next_state = ADDR;
             count = 6;
	   end
    ADDR :   begin
       	      sda_en = 'b1;
	      sda_out = Waddr_reg[count];
	       if(count == 0)begin
             next_state = RW;
	   end
	   else begin
		 sda_en    = 'b1;
		 next_state = ADDR;
	   end
	  end
    RW  : if(!read_write)begin
		sda_en     = 'b1;
	    next_state = ACK;
	    sda_out    = 'b0;
	  end
	  else if(read_write)begin
		sda_en     = 'b1;
		sda_out    = 'b1;
	    next_state = ACK;
	  end
   ACK  :  if(sda_in == 'b0)begin
	      count      = 7;
	      next_state = DATA;
	  end
	  else begin
	     next_state = STOP;
	  end
   DATA : if(!read_write)begin
	    sda_en = 'b1;
	    sda_out = Wdata_reg[count];
	    if(count == 0)begin
	      next_state = ACK_2;
	    end
	    else begin
	      next_state = DATA;
	    end
	   end
          else begin
	     sda_en  = 'b0;
	     Rdata_reg[count] = {sda_in};
	    if(count == 0)begin
	      next_state = ACK_2;
 	    end
	    else begin
              next_state = DATA;
	    end
	  end 
  ACK_2 : if(!read_write)begin
	    if(sda_in == 0)begin
              next_state = DATA;
	    end 
	    else begin 
	      next_state = STOP;
            end
	  end
	  else begin
	  sda_en  = 'b0;
	    if(sda_in == 'b0)begin
	      next_state = DATA;
		end
	    else begin 
	      next_state = STOP;
		end
	  end
  STOP : begin
	   en         = 'b0;
	   next_state = IDLE;
	 end
  default : next_state = IDLE; 
  endcase
 end
endmodule
```
==> flow_metrics.py <==
# Physical implementation metrics
metrics = {
    "status": {
        "outcome": "complete, no violations",
    },
    "final_timing": {
        "setup_viol": 0,
        "untimed_endpoints": 1,
        "unclocked_pins": 1,
        "hold_violations": 0,
        "drv_slew": 0,
        "min_period_ns": 1.92,
        "finalCritPeriodShare": 0.961,
        "holdWs_ns": 0.446,
        "skew_ns": 0.0100,
        "tns_ns": 0,
        "timing.final.ws_setup_ns": 0.0776,
        "rsz0062_at_grt": "false",
        "fmax_mhz": 520,
    },
    "placed_design": {
        "dpl_cell_area_sq_um": 352,
        "place_ws_ns": -0.0956,
        "hpwl_um": 382,
        "port_buffers": 6,
        "place_congestion": 0.802,
    },
    "cells_and_area": {
        "ff_latch_area_sq_um": 155,
        "regMostFlops": "present_state",
        "logic_area_sq_um": 75.1,
        "syn2layout_area_growth_pct": 51.3,
        "fillCellCount": 393,
        "drive_gt1_frac": 0.167,
        "fin_area_sq_um": 377,
        "largest_reg_flops": 4,
    },
    "global_routing": {
        "first_global_vias": 162,
        "grt.overflow.total": 0,
        "grt_pass1_wl_um": 800,
        "grt_use_total": 0.0172,
        "antenna_found_initial": 0,
        "grt_max_degree": 6,
    },
    "detailed_routing": {
        "detailedRoute.firstPassIterationCount": 2,
        "drt-total-wl_um": 507,
        "ant_nets": 0,
        "vias": 164,
        "n_antenna_cell": 0,
        "drtIter0Drc": 20,
        "routed_via_density": 2.16,
        "wire_per_inst_um": 6.67,
        "drc_errors": 0,
    },
    "yosys": {
        "synth_top_cell_by_area": "dfxtp_1",
        "ys_cells": 22,
        "ys_types": 12,
        "ys_warn_count": 10,
        "synth_top_area_share": 0.322,
        "synth_area_sq_um": 249,
        "yosys-stat-area_sq_um": 249,
        "ys_ff": 7,
        "synth.avg_cell_area_sq_um": 11.3,
        "top_cells_by_area": "dfxtp_1, edfxtp_1, nor2b_1",
        "synthCells": 22,
    },
    "clock_tree": {
        "cts_tree": "yes",
        "cts_max_path_buffers": 2,
        "htreeDepth": 1,
        "ctsRootBufferMaster": "clkbuf_4",
        "cts-hold-fix-buffers": 0,
        "cts-buffers-inserted": 3,
        "clk_latency_ns": 0.25,
        "clkTransAtPathRegs_ns": 0.04,
    },
    "critical_path": {
        "crit_path_end": "i2c_sda_inout",
        "path_cells": "clkdlybuf4s50_1, and2_4, mux2_4, dlygate4sd2_1",
        "crit_type": "in2out",
        "cp_data_required_time_ns": 1.60,
        "worstReg2RegStart": "present_state[2]$_DFF_P_",
        "worst_setup_path_start_kind": "primary input",
        "timing.rr.end": "present_state[2]$_DFF_P_",
        "crit_arrival_ns": 1.52,
        "slowest_stage": "clkdlybuf4s50_1",
        "end_kind": "output pin",
        "rrSetupSlack_ns": 1.42,
        "cp_slowest_stage_delay_ns": 0.46,
        "cp-startpoint": "read_write",
        "crit_fanout": 2,
        "r2r_cells": 2,
    },
    "die": {
        "core_area_sq_um": 3420,
        "die_w_um": 80,
        "fp-utilization": 0.0729,
        "die_area_sq_um": 6400,
        "ios": 23,
        "die_h_um": 80,
        "rows": 21,
    },
    "power_and_ir_drop": {
        "vdd_drop_max_mv": 0.150,
        "pwr_density_cell_nw_per_um2": 731,
        "power_frac_comb": 0.063,
        "clkPwrFrac": 0.442,
        "power.switching_uw": 54.2,
        "power_leakage_nw": 0.137,
        "p_int_uw": 221,
        "share_seq_of_total_power": 0.495,
        "p_sw_frac": 0.197,
    },
    "hold_path": {
        "hold_start": "present_state[0]$_DFF_P_",
        "hold_class": "reg2reg",
    },
    "job": {
        "warnings": 39,
        "drv_cap": 0,
    },
}
==> repair_timing <==
| action | CTS | global route |
|---|---|---|
| hold endpoints to repair | 0 | 0 |
| gates resized | 1 | 0 |
| setup buffers | 0 | 0 |
| setup endpoints to repair | 1 | 0 |
==> worst max-delay path: cells and delay by family <==
kind | cells | cell delay (ns)
buffers and inverters | 2 | 0.70
multiplexers | 1 | 0.28
AND/OR/NAND/NOR | 1 | 0.14
==> metal layers <==
metal	share of wire	global-route usage	up-vias
met1	0.41	0.0168	74
met2	0.32	0.0177	11
met3	0.28	0.0284	0
li1	-	-	79
met4	0	0.00352	0
met5	0	0	-
==> synthesized netlist by cell type, drive strengths merged <==
master  count
dfxtp       4
nor2b       4
buf         2
conb        2
edfxtp      2
nor2        2
and2        1
dlxtn       1
inv         1
mux2        1
nand2       1
o31ai       1
==> worst min path at each step <==
stage,depth (start not counted),slack (ns),end
CTS,1,0.45,present_state[4]$_DFF_P_
global route,1,0.47,present_state[4]$_DFF_P_
finish,1,0.45,present_state[4]$_DFF_P_
==> cell type report <==
type	count	share of cell area
clock buffer	4	0.0698
inverter	1	0.00997
multi-input combinational	12	0.199
sequential	7	0.412
tap	46	0.153
timing repair buffer	6	0.156
==> per-stage QoR <==
step,std cells,utilization,power (mW)
3_3_place_gp,72,0.103,0.155
2_1_floorplan,22,-,0.146
5_1_grt,76,0.110,0.297
3_5_place_dp,72,0.103,0.156
6_report,76,0.110,0.275
4_1_cts,76,0.110,0.284
==> logic make-up (layout without fill, tap and decap cells) <==
logic type,Yosys count,after routing,synth area share
AND-OR/OR-AND,1,1,0.0302
buffers and inverters,3,11,0.0753
flip-flops,6,6,0.563
latches,1,1,0.0603
multiplexers,1,1,0.0603
other,2,2,0.0302
AND/OR/NAND/NOR,8,8,0.181
==> cells in the final DEF, fill, tap and decap left out <==
cell type,instances
and2_4,1
clkbuf_1,1
dlxtn_1,1
nor2_1,2
inv_1,1
o31ai_1,1
clkdlybuf4s50_1,5
mux2_4,1
conb_1,2
dlygate4sd2_1,1
nand2_1,1
nor2b_1,4
dfxtp_1,4
clkbuf_4,3
edfxtp_1,2
==> power groups by stage <==
stage	Clock (mW)	Sequential, mW	Combinational (mW)
after CTS	0.129	0.136	0.0179
after global routing	0.141	0.137	0.0194
final	0.122	0.136	0.0174
Power is estimated from default activity; no workload was simulated.
